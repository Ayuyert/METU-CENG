<file path="/design/flow/design.v">
`timescale 1ns / 1ps
module ROM (
input [2:0] addr,
output reg [7:0] dataOut);
	initial  dataOut = 0;
  always @* begin
	if (addr ==0) dataOut = 0; 
	else if (addr ==1) begin dataOut = 85;end
	else if (addr ==2) begin dataOut = 170;end
	else if (addr ==3) begin dataOut = 51;end
	else if (addr ==4) begin dataOut = 204;end
	else if (addr ==5) begin dataOut = 15;end
	else if (addr ==6) begin dataOut = 240;end
	else if (addr ==7) begin dataOut = 255;end
	else dataOut =0;
  end
endmodule
module Difference_RAM (
input mode,
input [2:0] addr,
input [7:0] dataIn,
input [7:0] mask,
input CLK,
output reg [7:0] dataOut);
	reg [7:0] odevihazirlayan [7:0];
	initial begin
		odevihazirlayan[0]=0 ;
	        dataOut = 0;
	        odevihazirlayan[1]=0 ;
	        odevihazirlayan[2]=0 ;
	        odevihazirlayan[3]=0 ;
	        odevihazirlayan[4]=0 ;
	        odevihazirlayan[5]=0 ;
	        odevihazirlayan[6]=0 ;
	        odevihazirlayan[7]=0 ;
	    end
	always @(*) begin
		if(mode == 1) begin
			dataOut =odevihazirlayan[addr]; 
		end	
		end
   always@(posedge CLK) begin
	if (mode == 0) begin
		if(dataIn<mask ) begin odevihazirlayan[addr] = mask-dataIn ;end
		else begin odevihazirlayan[addr] =dataIn-mask;end
	end
   end
endmodule
module EncodedMemory (
input mode,
input [2:0] index,
input [7:0] number,
input CLK,
output [7:0] result);
	wire [7:0] mask;
	ROM R(index, mask);
	Difference_RAM DR(mode, index, number, mask, CLK, result);
endmodule
</file>
<file path="/design/flow/run.sh">
#!/bin/bash
# OpenROAD 26Q1-2900-gdf79404cd8, Yosys 0.63+post, stock flow scripts
make -C /OpenROAD-flow-scripts/flow DESIGN_CONFIG=/design/flow/config.mk WORK_HOME=/design/flow/orfs finish
</file>
<file path="/design/flow/config.mk">
export PLATFORM = sky130hd
export DESIGN_NAME = EncodedMemory
export DESIGN_NICKNAME = EncodedMemory
export VERILOG_FILES = /design/flow/design.v
export SDC_FILE = /design/flow/constraint.sdc
export NUM_CORES = 4
export LEC_CHECK = 1
export CORE_UTILIZATION = 40
</file>
<file path="/design/flow/constraint.sdc">
current_design EncodedMemory

set clk_period 4.2
set clk_io_pct 0.2

create_clock -name clk0 -period $clk_period [get_ports {CLK}]

set non_clock_inputs [all_inputs -no_clocks]
set_input_delay [expr $clk_period * $clk_io_pct] -clock clk0 $non_clock_inputs
set_output_delay [expr $clk_period * $clk_io_pct] -clock clk0 [all_outputs]
</file>
==> results.json <==
{
  "status": "finished clean",
  "fmax_ghz": 0.2765,
  "power.density_nw_per_um2": 392.1,
  "tool_warnings": 32,
  "final_cell_area_um2": 3904,
  "via_per_inst": 5.210,
  "numPortBuffers": 20,
  "dpl.cell_count": 357,
  "area.growth.synth_to_final_pct": 17.82,
  "core_um2": 7888,
  "grt_use_total_pct": 18.11,
  "grt_overflow": 0,
  "startpoint": "index[2]",
  "startpoint_type": "input pin",
  "worstPathArrival_ps": 3670,
  "grt_pass1_vias": 2048,
  "slew_headroom_pct": 43.92,
  "rsz0062_at_grt": "false",
  "postCtsSetupBuffers": 0,
  "p_leak_nw": 1.508,
  "drive_above_1_share_pct": 19.70,
  "ys_cells": 227,
  "setup_violations": 0,
  "cts.clk_slew.worst_paths_ps": 60,
  "ff_type": "edfxtp_1",
  "root_buffer": "clkbuf_8",
  "routabilityCongestion": 0.8614,
  "cts_buffer_depth": 2,
  "grt_antenna_before_repair": 0,
  "cts_buffers": 9,
  "die_w_um": 93.01,
  "yosysWarnings": 2,
  "hpwl_mm": 4.861,
  "die_height_um": 93.01,
  "grt_pass1_wl_mm": 10.70,
  "drtIter0Drc": 133,
  "cp_data_required_time_ps": 4250,
  "synth_chip_area_um2": 3313,
  "dr_total_vias": 1933,
  "edf_count": 64,
  "worstMarginPinSlew_ps": 834.8,
  "finalSetupTns_ps": 0,
  "cts_tree": "yes",
  "rows": 32,
  "synth-async-reset-ratio_pct": 0,
  "crit_type": "input pin to flip-flop",
  "syn_inst": 227,
  "holdWs_ps": 1497,
  "unclocked_regs": 8,
  "drt_pass1_iterations": 4,
  "ir_drop_v": 0.0001813,
  "crit_end": "DR.odevihazirlayan[5][7]",
  "num_io_pins": 21,
  "wirelength_mm": 6.750,
  "p_total_mw": 1.531,
  "synth-seq-cells": 72,
  "min_path_type": "input pin to flip-flop",
  "finalCriticalPeriod_ps": 3616,
  "untimed_endpoints": 16,
  "grt_max_degree": 13,
  "worst_setup_path_end_kind": "flip-flop",
  "die_area_um2": 8651,
  "post_dp_cell_area_um2": 3730,
  "ctsHoldBuffers": 0,
  "cp_max_fo": 10,
  "hold_viol_final": 0,
  "drt-wirelength-per-cell_um": 18.19,
  "fin_crit_sh_pct": 86.10,
  "ant_nets": 0,
  "drv_cap": 0,
  "syn-cell-area_um2": 3313,
  "slew_viol_final": 0,
  "postCtsResizedCells": 0,
  "fp_util_pct": 42.01,
  "diodes": 0,
  "synth.distinct_cells": 34,
  "instances_no_fill": 371,
  "h-tree-depth": 3,
  "drc_errors": 0,
  "avgSynthCellArea_um2": 14.60
}
stage by stage:
stage | worst slack, ps | util (%)
after floorplan | 811.7 | -
after global placement | 264.6 | 47.29
after detailed placement | 272.7 | 47.29
after CTS | 607.4 | 49.49
after global routing | 337.5 | 49.49
final | 583.8 | 49.49
worst max-delay path, stage by stage:
cell and delay [ps]:
clkdlybuf4s50_1 740, nand2_1 210, and2_1 200, inv_1 60
ha_1 310, nand2_1 150, nor2_1 90, a21oi_4 320
mux2i_1 270, xor2_1 490
cell usage after synthesis (all sizes together), types with 5 or more instances:
master   n  area [um^2]
edfxtp  64         1922
nand2   24        90.09
inv     16        60.06
ha      15        187.7
a21oi   14        81.33
mux4    14        315.3
buf     11        67.57
dlxtp    8        120.1
mux2i    8        80.08
xor2     6        52.55
a21o     5        37.54
o21ai    5        28.78
flip-flops by register name (all words and copies together) (netlist names):
signal              count
DR.dataOut              8
DR.odevihazirlayan     64
layout make-up:
type	instances	area [um^2]
fill	701	3984
clock inverter	5	50.05
sequential	72	2042
inverter	16	60.06
tap	102	127.6
timing repair buffer	41	357.8
clock buffer	9	123.9
multi-input combinational	126	1142
cell families (layout without fill, tap and decap cells):
| group | count (synthesis) | after routing | share of synthesized area (%) |
|---|---|---|---|
| AOI/OAI and AO/OA | 33 | 33 | 6.382 |
| and+or+nand+nor | 43 | 43 | 5.967 |
| DFF | 64 | 64 | 58.01 |
| muxes | 25 | 25 | 12.95 |
| adders and majority gates | 17 | 17 | 6.873 |
| buffers and inverters | 29 | 71 | 4.079 |
| latches | 8 | 8 | 3.625 |
| xor gates and xnor gates | 8 | 8 | 2.115 |
worst min-delay path by stage:
stage,from,endpoint,cells past startpoint
finish,number[0],DR.odevihazirlayan[4][0],4
global route,number[0],DR.odevihazirlayan[4][0],4
CTS,number[0],DR.odevihazirlayan[2][0],4
cell usage in the layout (no fill, tap or decap), types with 4 or more instances in the layout:
cell type | netlist | final
a21o_1 | 5 | 5
a21oi_1 | 13 | 13
buf_4 | 1 | 21
clkbuf_8 | 0 | 9
clkdlybuf4s50_1 | 0 | 20
dlxtp_1 | 8 | 8
edfxtp_1 | 64 | 64
ha_1 | 15 | 15
inv_1 | 16 | 16
mux2i_1 | 8 | 8
mux4_2 | 14 | 14
nand2_1 | 24 | 24
nor2_1 | 4 | 4
nor3_1 | 4 | 4
o21ai_0 | 4 | 4
xor2_1 | 6 | 6
per-layer routing:
| layer | vias up | part of all wire, % | track usage [%] |
|---|---|---|---|
| met5 | - | 0 | 0 |
| met4 | 0 | 0.74 | 1.795 |
| met3 | 5 | 7.4 | 6.203 |
| met2 | 59 | 47 | 26.78 |
| met1 | 951 | 45 | 29.54 |
| li1 | 918 | - | - |
power by group:
| part | internal [mW] | leakage (nW) | switching (mW) |
|---|---|---|---|
| clock network | 0.262 | 0.0860 | 0.208 |
| registers | 0.795 | 0.644 | 0.00759 |
| logic | 0.107 | 0.777 | 0.151 |
No activity file was given, so power comes from the tool's default toggle rates.
